<file path="flow/config.mk">
export PLATFORM = sky130hd
export DESIGN_NAME = memoria
export DESIGN_NICKNAME = memoria
export VERILOG_FILES = /design/flow/design.v
export SDC_FILE = /design/flow/constraint.sdc
export NUM_CORES = 4
export LEC_CHECK = 1
export CORE_AREA = 10 10 70 70
export DIE_AREA = 0 0 80 80
</file>
<file path="flow/constraint.sdc">
current_design memoria

set clk_period 1.5
set clk_io_pct 0.2

create_clock -name clk0 -period $clk_period

set non_clock_inputs [all_inputs -no_clocks]
set_input_delay [expr $clk_period * $clk_io_pct] -clock clk0 $non_clock_inputs
set_output_delay [expr $clk_period * $clk_io_pct] -clock clk0 [all_outputs]
</file>
<file path="flow/design.v">
module memoria (
	clock,
	enable,
	tipo_planta,
	temperatura,
	umidade,
	luminosidade,
	pH
);
	input clock, enable;
	input [3:0] tipo_planta;
	output reg [3:0] temperatura, pH, luminosidade, umidade;
	always @*
	begin
		case(tipo_planta)
		  4'b0000 : temperatura = 4'd6 ; 
        4'b0001 : temperatura = 4'd10 ; 
        4'b0010 : temperatura = 4'd6 ; 
        4'b0011 : temperatura = 4'd5 ; 
        4'b0100 : temperatura = 4'd4 ; 
        4'b0101 : temperatura = 4'd3 ; 
        4'b0110 : temperatura = 4'd6 ; 
        4'b0111 : temperatura = 4'd7 ; 
        4'b1000 : temperatura = 4'd5 ; 
        4'b1001 : temperatura = 4'd6 ;
        4'b1010 : temperatura = 4'd8 ; 
        4'b1011 : temperatura = 4'd8 ; 
        4'b1100 : temperatura = 4'd6 ; 
        4'b1101 : temperatura = 4'd7 ; 
        4'b1110 : temperatura = 4'd8 ; 
        default : temperatura = 4'd0 ; 
		endcase
		case(tipo_planta)
		  4'b0000 : pH = 4'd6 ; 
        4'b0001 : pH = 4'd9 ; 
        4'b0010 : pH = 4'd5 ; 
        4'b0011 : pH = 4'd5 ; 
        4'b0100 : pH = 4'd4 ; 
        4'b0101 : pH = 4'd6 ; 
        4'b0110 : pH = 4'd5 ; 
        4'b0111 : pH = 4'd4 ; 
        4'b1000 : pH = 4'd3 ; 
        4'b1001 : pH = 4'd8 ; 
        4'b1010 : pH = 4'd5 ; 
        4'b1011 : pH = 4'd5 ; 
        4'b1100 : pH = 4'd5 ; 
        4'b1101 : pH = 4'd5 ; 
        4'b1110 : pH = 4'd5 ; 
        default : pH = 4'd0 ; 
		endcase
		case(tipo_planta)
		  4'b0000 : umidade = 4'd8 ; 
        4'b0001 : umidade = 4'd2 ; 
        4'b0010 : umidade = 4'd8 ; 
        4'b0011 : umidade = 4'd6 ; 
        4'b0100 : umidade = 4'd7 ; 
        4'b0101 : umidade = 4'd5 ; 
        4'b0110 : umidade = 4'd5 ; 
        4'b0111 : umidade = 4'd5 ; 
        4'b1000 : umidade = 4'd6 ; 
        4'b1001 : umidade = 4'd7 ; 
        4'b1010 : umidade = 4'd8 ; 
        4'b1011 : umidade = 4'd8 ; 
        4'b1100 : umidade = 4'd8 ; 
        4'b1101 : umidade = 4'd8 ; 
        4'b1110 : umidade = 4'd9 ; 
        default : umidade = 4'd0 ; 
		endcase
		case(tipo_planta)
		  4'b0000 : luminosidade = 4'd8 ;
        4'b0001 : luminosidade = 4'd9 ;
        4'b0010 : luminosidade = 4'd7 ;
        4'b0011 : luminosidade = 4'd8 ;
        4'b0100 : luminosidade = 4'd7 ;
        4'b0101 : luminosidade = 4'd6 ;
        4'b0110 : luminosidade = 4'd6 ;
        4'b0111 : luminosidade = 4'd6 ;
        4'b1000 : luminosidade = 4'd6 ;
        4'b1001 : luminosidade = 4'd7 ;
        4'b1010 : luminosidade = 4'd8 ;
        4'b1011 : luminosidade = 4'd6 ;
        4'b1100 : luminosidade = 4'd8 ;
        4'b1101 : luminosidade = 4'd7 ;
        4'b1110 : luminosidade = 4'd7 ;
        default : luminosidade = 4'd0 ;
		endcase
	end
endmodule
</file>
<file path="flow/run.sh">
#!/bin/bash
# OpenROAD 26Q1-2900-gdf79404cd8, Yosys 0.63+post, stock flow scripts
make -C /OpenROAD-flow-scripts/flow DESIGN_CONFIG=/design/flow/config.mk WORK_HOME=/design/flow/orfs finish
</file>
==> impl_results.rst <==
Implementation results
======================

.. list-table::
   :header-rows: 1

   * - Metric
     - Value
   * - Number of vias per cell
     - 3.79
   * - Post-synthesis area per instance
     - 7.33 um2
   * - Portion of total power attributed to combinational logic
     - 100.0%
   * - Fraction of final layout cells sized beyond drive strength 1
     - 77.8%
   * - Final-layout clock buffer total
     - 0
   * - Footprint of the flip-flops and latches
     - 0 um2
   * - Switching power share of the total
     - 40.9%
   * - Multiplexer area fraction after synthesis
     - 20.7%
   * - Cell Int Power
     - 0.161 mW
   * - Worst Setup Slack post-DPL
     - -0.915 ns
   * - Cell Pwr Density
     - 262 mW/mm2
   * - Worst slew pin tran
     - 0.227 ns
   * - Leakage power of the design
     - 0.471 nW
   * - Max capacitance violation total
     - 0
   * - Number of nets with antenna violations after detailed routing
     - 0
   * - Sort of element at the start of the critical path
     - primary input
   * - Routability congestion estimate
     - 0.837
   * - Vias in the first global route
     - 523
   * - Area inside the core boundary
     - 0.00342 mm2
   * - Clk network pwr share
     - 0%
   * - Input/output buffers
     - 20
   * - Sequential group share of total power
     - 0%
   * - Growth of design area from synthesis to finish
     - 149%
   * - DRC violation total after the first TritonRoute iteration
     - 6
   * - Total wire length after detailed routing
     - 1700 um
   * - Kind of end point of the critical path
     - output pin
   * - Number of detailed-route iterations in the first pass
     - 3
   * - DRC violations left
     - 0
   * - Sw power
     - 0.111 mW
   * - Die area
     - 0.00640 mm2
   * - Site Rows
     - 21
   * - Critical Path Most Common Cell
     - sky130_fd_sc_hd__buf_6
   * - Cell count in the Yosys report
     - 57
   * - Number of distinct standard cells referenced by the synthesized netlist
     - 19
   * - Cells along the critical path
     - buf_8 > buf_6 > buf_6 > ha_4 > mux4_2 > buf_2
   * - DP HPWL
     - 1100 um
   * - Busiest metal layer after global routing
     - met2
   * - Fraction of the yosys area taken by sequential cells
     - 0%
   * - Slowest library cell on the worst path
     - sky130_fd_sc_hd__mux4_2
   * - Status
     - complete, but fails checks
   * - Endpoint required time on the critical path
     - 1.20 ns
   * - Achievable clock frequency
     - 605 MHz
   * - WL per Instance
     - 11.7 um
   * - Largest incremental delay on the critical path
     - 0.44 ns
   * - Violated checks
     - negative setup slack
   * - Total standard cell area after synthesis
     - 418 um2
   * - Y dimension of the die
     - 80 um
   * - Die X
     - 80 um
   * - Routing usage on met2
     - 8.67%
   * - RSZ-0062 raised after global routing
     - yes
   * - Number of antenna violations at the first check in global routing
     - 0
   * - Initial core utilization
     - 12.2%
   * - Pin count of the biggest net entering global routing
     - 11
   * - Area figure in the yosys stat output
     - 418 um2
   * - Final period demand of the worst path
     - 1.65 ns
   * - Adder-Cell Fraction of Synth Area
     - 24.0%
   * - Global-route wire length before repair
     - 2700 um
   * - Area share of the largest cell type after synthesis
     - 24.0%
   * - Min setup slack post-route
     - -0.152 ns
   * - Total tool warning count
     - 43
   * - Met3 usage
     - 0%
   * - Final slew viol count
     - 0
   * - Setup violations, final
     - 5
   * - Accumulated negative setup slack
     - -0.539 ns
   * - Number of synthesis warnings
     - 1
   * - Relative max-transition margin
     - 84.5%
   * - Worst VDD drop
     - 0.122 mV
   * - Total Routing Usage GR
     - 5.02%
   * - Post-synthesis cell type with the largest combined area
     - sky130_fd_sc_hd__ha_1
   * - Type of the tightest min-delay check
     - primary input to output pin
   * - Main kind of combinational logic by area
     - adder cells
   * - Yosys aoi share
     - 21.6%
   * - Flop Count
     - 0
   * - Instance count of the mapped netlist
     - 57
   * - Xor/xnor cell area share of the yosys netlist
     - 0%
   * - Ant diodes
     - 0
   * - Utilization of the core after routing
     - 30.4%
   * - I/O pins
     - 22
   * - Crit Path Class
     - primary input to output pin
   * - Post-layout power
     - 0.273 mW
   * - Hold Fails Final Rpt
     - 0
   * - Leading cell types by total area after synthesis
     - sky130_fd_sc_hd__ha_1 (24%), sky130_fd_sc_hd__o21ai_0 (13%), sky130_fd_sc_hd__mux4_2 (11%)
   * - Largest fanout on the critical path
     - 4
   * - Yosys simple share
     - 17.4%
   * - Met1 Resource Use GR
     - 7.23%
   * - Grt ovf
     - 0
   * - Via count of the routed design
     - 549
   * - Arrival time of data at the critical path endpoint
     - 1.35 ns
   * - Post-route fraction of the period consumed by the critical path
     - 110%
   * - Post-cts hold buffer count
     - 0
[cells in the mapped netlist, drive strengths merged]
library cell,count
mux2,1
nand3,1
nor2b,2
nor2,2
mux4,2
ha,8
o21bai,1
or3,3
o21ai,11
nor3,1
inv,7
buf,5
nand2,3
mux2i,3
nand2b,2
a21oi,4
a211oi,1
[critical path: cells and delay by family]
family                     cells  cell delay [ns]
adders and majority gates      1             0.15
buffers and inverters          4             0.46
muxes                          1             0.44
[routing by layer]
layer,share of wire [%],vias up
li1,-,284
met1,49,255
met2,50,10
met3,1.3,0
met4,0,0
met5,0,-
[power by group through the flow]
stage / combinational (mW) / sequential, mW / clock (mW)
CTS: 0.238 / 0 / 0
global route: 0.301 / 0 / 0
finish: 0.273 / 0 / 0
[layout make-up]
class                           instances  area (um2)
Tap cell                               46        57.6
Inverter                                7        36.3
Multi-Input combinational cell         45         529
Timing Repair Buffer                   47         415
Fill cell                             364        2380
[placed cells by master, fill, tap and decap left out, drive strengths merged]
cell type and count:
a211oi 1, a21oi 4, buf 44, clkbuf 1, clkdlybuf4s15 1, dlygate4sd2 1, ha 8, inv 7
mux2 1, mux2i 3, mux4 2, nand2 3, nand2b 2, nand3 1, nor2 2, nor2b 2
nor3 1, o21ai 11, o21bai 1, or3 3
[per-stage QoR]
step	area, um2	instances	hold WS [ns]
3_3_place_gp	758	133	1.58
6_report	1040	145	0.985
5_1_grt	1040	145	1.03
3_5_place_dp	758	133	1.58
2_1_floorplan	418	57	0.623
4_1_cts	935	141	0.994
[worst paths after layout]
kind	startpoint	endpoint	slack (ns)	cells after the start
worst max-delay path	tipo_planta[0]	temperatura[0]	-0.15	6
worst min-delay path	tipo_planta[3]	umidade[0]	0.98	4
[kinds of logic (layout without fill, tap and decap cells)]
family,count (synthesis),in the layout
AOI/OAI and AO/OA,17,17
adders and majority gates,8,8
buffers and inverters,12,54
and+or+nand+nor,14,14
muxes,6,6
[repair_timing]
action	in CTS	in global routing
gates resized	110	25
pin swaps	12	7
cloned	1	0
setup endpoints to repair	16	15
setup buffers	7	4
endpoints found under the hold margin	0	0
Power is estimated from default activity; no workload was simulated.
