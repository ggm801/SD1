==> /design/flow/design.v <==
module display7seg(nota, s_nota);
     input [3:0] nota;
     output [6:0] s_nota;
     reg [6:0] s_nota;
    always @(nota)
    begin
        case (nota) 
            4'b0000 : s_nota = 7'b0000001;
            4'b0001 : s_nota = 7'b1001111;
            4'b0010 : s_nota = 7'b0010010;
            4'b0011 : s_nota = 7'b0000110;
            4'b0100 : s_nota = 7'b1001100;
            4'b0101 : s_nota = 7'b0100100;
            4'b0110 : s_nota = 7'b0100000;
            4'b0111 : s_nota = 7'b0001111;
            4'b1000 : s_nota = 7'b0000000;
            4'b1001 : s_nota = 7'b0000100;
				4'b1010 : s_nota = 7'b1000000;
            default : s_nota = 7'b1111111; 
        endcase
    end
endmodule
==> /design/flow/run.sh <==
#!/bin/bash
# OpenROAD 26Q1-2900-gdf79404cd8, Yosys 0.63+post, stock flow scripts
make -C /OpenROAD-flow-scripts/flow DESIGN_CONFIG=/design/flow/config.mk WORK_HOME=/design/flow/orfs finish
==> /design/flow/config.mk <==
export PLATFORM = sky130hd
export DESIGN_NAME = display7seg
export DESIGN_NICKNAME = display7seg
export VERILOG_FILES = /design/flow/design.v
export SDC_FILE = /design/flow/constraint.sdc
export NUM_CORES = 4
export LEC_CHECK = 1
export CORE_AREA = 10 10 70 70
export DIE_AREA = 0 0 80 80
==> /design/flow/constraint.sdc <==
current_design display7seg

set clk_period 1.0
set clk_io_pct 0.2

create_clock -name clk0 -period $clk_period

set non_clock_inputs [all_inputs -no_clocks]
set_input_delay [expr $clk_period * $clk_io_pct] -clock clk0 $non_clock_inputs
set_output_delay [expr $clk_period * $clk_io_pct] -clock clk0 [all_outputs]
==> run notes <==
Flow results.

- STA classifies the critical path endpoint as a primary output.
- The script logs the ratio of routed vias to standard cells as 2.47.
- The highest fanout seen on the critical path is 3.
- The worst setup path is of the in -> out kind.
- The fraction of the core area occupied by cells at floorplan is 0.0579.
- In the routed netlist, the antenna diode instances number 0.
- After detailed placement, the total cell area comes to 407 sq um.
- In this run the tightest slew margin relative to its limit is 0.868.
- 11 I/O pins were placed.
- The flow ran to the end, but the final reports show violations.
- Per the Yosys statistics, synthesis produced 29 cells.
- The commonest cells after synthesis are o21ai_0 (6), ha_1 (5), a21oi_1 (4), inv_1 (4), nand2_1 (3).
- Averaged over all synthesized cells, the footprint is 6.82 sq um.
- The max-slew violation total from the final report is 0.
- The Yosys warning count is 1.
- The dominant cell by count in the synthesized netlist is o21ai_0.
- Per the detailed-route log, wirelength across all metal layers totals 748 um.
- The signal arrival time at the worst endpoint is 1.09 ns.
- Looking at the VDD voltage map, the peak drop is 0.000106 V.
- The initial antenna violation count is 0.
- The global-route usage over all layers is 0.0233.
- Entering global routing, the biggest net connects 10 pins.
- The peak clock frequency supported by timing is 0.777 GHz.
- The filler cell count in the final layout is 408.
- The worst setup path startpoint is nota[1].
- The first global-routing pass estimated 1210 um of wire.
- The routed design could run at a clock period as short as 1.29 ns.
- The logs give a warning total of 38.
- After technology mapping, the gate count stands at 29.
- The average routed wire per standard cell is 8.13 um.
- The worst slack after detailed placement is -1.08 ns.
- After floorplanning, the die was sized to cover 0.00640 sq mm.
- For the pin with the worst max-slew slack, the measured transition is 0.198 ns.
- The critical path endpoint has a required time of 0.80 ns.
- The sort of element at the start of the critical path is a primary input.
- The setup TNS is -1.36 ns.
- Once detail routing completed, the nets flagged for antenna violations numbered 0.
- The post-layout worst setup margin is -0.287 ns.
- The buffer_ports step reported a buffer count of 11.
- Summing over every cut layer, the via total after detailed routing is 227.
- The cell area after synthesis is 198 sq um.
- Per the final layout report, the fraction of cells sized above drive strength 1 comes to 0.500.
- The initialized floorplan defines 21 standard-cell rows.
- In the synthesis report, Yosys lists the chip area as 198 sq um.
- The number of DRC markers in iteration 0 is 9.
- The path class of the lowest-slack min-delay path is in -> out.
- The synthesis report lists the most area-consuming cells as ha_1 (32%), o21ai_0 (15%), a21oi_1 (10%).
- The layout clock buffer count is 0.
- The static power due to leakage is 0.000189 uW.
- The number of maximum-capacitance violations recorded for the run is 0.
- The flow measured a signed area growth from synthesis to layout of 108%.
- The number of setup violations in the final report is 7.
- The final reports fail on setup timing.
- The total congestion overflow after global routing is 0.
- In this run, post-CTS hold repair placed 0 buffers.
- The final cycle utilization of the critical path is 1.29.
- The flip-flop and latch count is 0.
- For reference, the critical path is captured by s_nota[1].
- Summed over all instances, the cell type with the most area after synthesis is ha_1.
- The number of design rule violations left after detail routing is 0.
- The core box area is 0.00342 sq mm.
- The count of endpoints failing hold in the final timing report is 0.
- The floorplan die width is 80 um.
- Setup repair after global routing could not meet its margin everywhere.
- Synthesis instantiated 12 different standard cells from the library.
- In the final layout, the multi-input gates occupy 198 sq um.
- The detailed placer's ending HPWL is 649 um.
- The area of all placed cells without fillers is 412 sq um.
- The area share of the largest cell type after synthesis is 0.316.
- The register area share after synthesis is 0.
- The via count of the first global-routing pass is 237.
- Per the layout area report, the register area comes to 0 sq um.
- The die outline height is 80 um.
- The areal power density over the cells is 344 mW/mm^2.
- The global placer's final weighted congestion is 0.799.
- The iteration count recorded for the first detailed-route pass is 4.
[power breakdown]
group	internal [uW]	leakage (uW)	switching (uW)
clock	0	0	0
sequential	0	0	0
combinational	79.5	0.000189	61.9
total	79.5	0.000189	61.9
[how the worst min path moves through the flow]
| stage | startpoint | endpoint | cells past startpoint |
|---|---|---|---|
| CTS | nota[1] | s_nota[6] | 5 |
| global route | nota[1] | s_nota[6] | 5 |
| finish | nota[1] | s_nota[6] | 5 |
[layer usage]
metal | global-route usage | part of all wire
met1 | 0.0297 | 0.47
met2 | 0.0409 | 0.46
met5 | 0 | 0
met4 | 0 | 0
met3 | 0.00568 | 0.061
[kinds of logic after synthesis]
group           share of synthesized area
fa+ha+maj                           0.316
buf+inv                             0.133
simple gates                        0.247
compound gates                      0.253
mux                                0.0506
[stage by stage]
stage / hold slack [ns] / util / std cells / total power, uW
detailed placement: 1.54 / 0.119 / 92 / 154
floorplan: 0.481 / - / 29 / 49.5
finish: 0.807 / 0.121 / 92 / 141
CTS: 0.824 / 0.119 / 92 / 143
global placement: 1.52 / 0.119 / 92 / 151
global route: 0.861 / 0.121 / 92 / 163
[critical path, cell delays in order]
cell and delay, ns:
buf_6 0.09, buf_6 0.11, ha_4 0.15, or2b_1 0.24, o21ai_1 0.08, a21oi_1 0.08
buf_2 0.12
[layout by cell type (no fill, tap or decap)]
master | netlist | final
ha_1 | 5 | 2
nor2_4 | 0 | 1
inv_1 | 4 | 3
inv_2 | 0 | 1
nand2b_1 | 1 | 1
ha_2 | 0 | 2
dlygate4sd2_1 | 0 | 2
ha_4 | 0 | 1
mux2i_1 | 1 | 1
clkdlybuf4s15_2 | 0 | 1
buf_2 | 0 | 6
buf_6 | 1 | 4
a21oi_1 | 4 | 4
nor2_1 | 1 | 1
nand2_1 | 3 | 3
o21ai_2 | 0 | 1
buf_4 | 0 | 5
nand2b_4 | 1 | 1
o21ai_1 | 0 | 5
or2b_1 | 1 | 1
[area by class of cell]
type,count,share of cell area
Tap cell,46,0.140
Timing Repair Buffer,18,0.343
Multi-Input combinational cell,24,0.480
Inverter,4,0.0365
[timing repair]
action / 4_1_cts / 5_1_grt
setup endpoints to repair: 7 / 7
gates resized: 48 / 1
buffers inserted: 0 / 0
pin swaps: 5 / 1
Power is estimated from default activity; no workload was simulated.
