**./design.v**
```verilog
module atribuidor_nota (
	 clock,
	 enable,
	 sensor,
	 ideal,
	 nota
 );
	input clock, enable;
	input [3:0] sensor, ideal;
	output reg [3:0] nota;
	reg [3:0] n;
	always @* begin
		if (ideal >= sensor)
			n = 10 - (ideal - sensor);
		else
			n = 10 - (sensor - ideal);
	 end
	 always @*
    begin
        case (n) 
        1 : nota = 4'b0001;
		  2 : nota = 4'd2;
        3 : nota = 4'd3;
        4 : nota = 4'd4;
        5 : nota = 4'd5;
        6 : nota = 4'd6;
        7 : nota = 4'd7;
        8 : nota = 4'd8;
        9 : nota = 4'd9;
        10: nota = 4'd10;
		  default: nota = 4'd11;
		endcase
	end
endmodule
```
**./run.sh**
```bash
#!/bin/bash
# OpenROAD 26Q1-2900-gdf79404cd8, Yosys 0.63+post, stock flow scripts
make -C /OpenROAD-flow-scripts/flow DESIGN_CONFIG=/design/flow/config.mk WORK_HOME=/design/flow/orfs finish
```
**./config.mk**
```make
export PLATFORM = sky130hd
export DESIGN_NAME = atribuidor_nota
export DESIGN_NICKNAME = atribuidor_nota
export VERILOG_FILES = /design/flow/design.v
export SDC_FILE = /design/flow/constraint.sdc
export NUM_CORES = 4
export LEC_CHECK = 1
export CORE_AREA = 10 10 70 70
export DIE_AREA = 0 0 80 80
```
**./constraint.sdc**
```tcl
current_design atribuidor_nota

set clk_period 2.8
set clk_io_pct 0.2

create_clock -name clk0 -period $clk_period

set non_clock_inputs [all_inputs -no_clocks]
set_input_delay [expr $clk_period * $clk_io_pct] -clock clk0 $non_clock_inputs
set_output_delay [expr $clk_period * $clk_io_pct] -clock clk0 [all_outputs]
```
==> impl_metrics.yaml <==
# yosys + openroad results
detailed_routing:
  first_iter_violations: 8
  vias: 452
  routed_wl_mm: 1.15
  viasPerCell: 3.37
  wl_per_cell_um: 8.57
  diodes: 0
  dr.pass1.iters: 2
  ant_nets: 0
  drc: 0
logic_synthesis:
  syn_area_sq_um: 423
  ys_seq_share_pct: 0
  syn_inst: 53
  syn_area_per_cell_sq_um: 7.98
  netlist-cell-type-count: 18
  yosys-stat-area_sq_um: 423
  yosysWarningCount: 1
  ys_cells: 53
sta:
  rsz0062_at_grt: "yes"
  finalClockPeriodUsage_pct: 108
  fmax_mhz: 331
  setup_viol: 4
  period_minus_slack_ns: 3.02
  hold_viol: 0
  setup_ws_ns: -0.224
  worstMarginPinSlew_ns: 0.281
  slew_violations: 0
  slew-limit-headroom_pct: 81.2
global_route:
  grt_pass1_vias: 443
  grt_overflow: 0
  grt_pass1_wl_mm: 1.90
  grt_max_degree: 6
  antenna_found_initial: 0
  track_usage_pct: 3.44
hold_path:
  hp-start: "ideal[0]"
  hold_path_class: "in2out"
  holdPathEnd: "nota[3]"
  hold_depth: 6
setup_path:
  worstPathMaxFanout: 2
  cp-start-kind: "primary input"
  worstPathArrival_ns: 2.46
  endpoint_kind: "output pin"
  slowest_delay_ns: 0.36
  cp.required_ns: 2.24
  cp_cell_sequence: "buf_8 > inv_4 > ha_4 > inv_4 > ha_4 > fa_2 > xor2_2 > xnor2_2 > buf_4 > mux2_4 > mux2i_1 > buf_2"
  worst-setup-path-type: "in2out"
  slowest_stage: "fa_2"
placed_design:
  place_area_sq_um: 738
  io_buffer_count: 12
  gp_congestion: 0.775
  dp_hpwl_um: 891
power:
  switchingPower_mw: 0.131
  ir_drop_uv: 94.9
  power.density_mw_per_mm2: 336
  pwr-share-clk_pct: 0
  p_comb_share_pct: 100.0
  p_sw_share_pct: 40.8
  leakage_nw: 0.442
  intPower_mw: 0.189
  p_seq_share_pct: 0
run_status:
  failed_checks: "setup timing"
  outcome: "complete, but fails checks"
cells_and_area:
  seq_cell_count: 0
  utilization_pct: 27.9
  stdcell_area_sq_um: 952
  n_clock_buffer: 0
  drive_gt1_share_pct: 70.5
  num-fill-cells: 352
  area_growth_pct: 125
  regArea_sq_um: 0
floorplanning:
  ios: 14
  die_w_um: 80
  row_count: 21
  chipHeight_um: 80
  die-area_sq_mm: 0.00640
  coreArea_sq_mm: 0.00342
  fp-utilization_pct: 12.4
clock_tree:
  cts-hold-fix-buffers: 0
flow_run:
  log.warning_count: 43
  max_cap_violations: 0
-- Yosys cell counts --
| master | count | area (sq um) |
|---|---|---|
| a211oi_1 | 1 | 7.51 |
| a21oi_1 | 4 | 20.0 |
| a31oi_1 | 1 | 6.26 |
| fa_1 | 4 | 80.1 |
| ha_1 | 10 | 125 |
| inv_1 | 14 | 52.6 |
| mux2_1 | 1 | 11.3 |
| mux2i_1 | 3 | 30.0 |
| nand2_1 | 2 | 7.51 |
| nand2b_1 | 2 | 12.5 |
| nor2_1 | 3 | 11.3 |
| nor2b_1 | 1 | 6.26 |
| nor3_1 | 1 | 5.00 |
| o21ai_0 | 1 | 5.00 |
| o31ai_1 | 1 | 7.51 |
| o32ai_1 | 1 | 8.76 |
| xnor2_1 | 2 | 17.5 |
| xor2_1 | 1 | 8.76 |
-- final cells by class --
| type | count | area [sq um] | area share, % |
|---|---|---|---|
| timing repair buffer | 35 | 287 | 30.1 |
| multi-input combinational | 39 | 551 | 57.8 |
| tap | 46 | 57.6 | 6.04 |
| inverter | 14 | 57.6 | 6.04 |
-- metrics by stage --
step / TNS, ns / setup WS, ns / cells / power (mW) / hold slack [ns]
after floorplan: 0 / 0.0157 / 53 / 0.109 / 1.42
after global placement: -3.71 / -1.06 / 125 / 0.209 / 2.58
after detailed placement: -3.69 / -1.05 / 125 / 0.212 / 2.58
after CTS: -0.441 / -0.236 / 131 / 0.280 / 1.88
after global routing: -0.898 / -0.314 / 134 / 0.352 / 1.86
final: -0.570 / -0.224 / 134 / 0.320 / 1.80
-- cell usage in the layout, fill, tap and decap left out, drive strengths merged --
cell type	netlist	layout
o32ai	1	1
nor2b	1	1
o21ai	1	1
a211oi	1	1
fa	4	4
nand2b	2	2
a21oi	4	4
mux2i	3	3
ha	10	10
xnor2	2	2
inv	14	14
a31oi	1	1
xor2	1	1
o31ai	1	1
nor2	3	3
nand2	2	2
mux2	1	1
buf	0	31
clkdlybuf4s15	0	2
nor3	1	1
dlymetal6s2s	0	2
-- metal layers --
| metal | wire length [um] | up-vias | track usage, % |
|---|---|---|---|
| li1 | - | 239 | - |
| met1 | 569 | 204 | 5.17 |
| met2 | 491 | 9 | 4.90 |
| met3 | 88 | 0 | 1.14 |
| met4 | 0 | 0 | 0 |
| met5 | 0 | - | 0 |
-- how the worst max path moves through the flow --
stage | start | to | cells after the start
after CTS | sensor[1] | nota[1] | 12
after global routing | sensor[1] | nota[1] | 12
final | sensor[1] | nota[1] | 12
-- power groups by stage --
| stage | clock [mW] | sequential [mW] | combinational (mW) |
|---|---|---|---|
| after CTS | 0 | 0 | 0.280 |
| final | 0 | 0 | 0.320 |
| after global routing | 0 | 0 | 0.352 |
-- what timing repair did --
action	4_1_cts	5_1_grt
endpoints found under the setup margin	4	4
resized	61	14
pin swaps	12	12
setup buffers	6	4
-- critical path: cells and delay by family --
family,cells,cell delay (ns)
xor+xnor,2,0.33
buf+inv,5,0.39
mux,2,0.40
fa+ha+maj,3,0.77
-- kinds of logic (layout without fill, tap and decap cells) --
kind of cell,after synthesis,count (layout),share of synthesized area [%]
adders and majority gates,14,14,48.5
buffers and inverters,14,49,12.4
AOI/OAI and AO/OA,9,9,13.0
and+or+nand+nor,9,9,10.1
muxes,4,4,9.76
xor gates and xnor gates,3,3,6.21
Power figures rest on the tool's default switching activity, not on a simulated workload.
